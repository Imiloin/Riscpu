**design.v**
```verilog
module IDEX (
    input clk,
    input rst,
    input idflush,   
    input inst30_id,
    input [3-1:0] funct3_id,
    input [5-1:0] rd_id,
    input [5-1:0] rs2_id,
    input [5-1:0] rs1_id,
    input branch_id,
    input memread_id,
    input memtoreg_id,
    input [1:0] aluop_id,
    input memwrite_id,
    input alusrc_id,
    input regwrite_id,
    input aluinputpc_id,
    input branchjalx_id,
    input alu2pc_id,
    input [32-1:0] read_data1_id,
    input [32-1:0] read_data2_id,
    input [32-1:0] immediate_id,
    input [32-1:0] pcplus4_id,
    input [32-1:0] pc_id,
    output reg inst30_ex,
    output reg [3-1:0] funct3_ex,
    output reg [5-1:0] rd_ex,
    output reg [5-1:0] rs2_ex,
    output reg [5-1:0] rs1_ex,
    output reg branch_ex,
    output reg memread_ex,
    output reg memtoreg_ex,
    output reg [1:0] aluop_ex,
    output reg memwrite_ex,
    output reg alusrc_ex,
    output reg regwrite_ex,
    output reg aluinputpc_ex,
    output reg branchjalx_ex,
    output reg alu2pc_ex,
    output reg [32-1:0] read_data1_ex,
    output reg [32-1:0] read_data2_ex,
    output reg [32-1:0] immediate_ex,
    output reg [32-1:0] pcplus4_ex,
    output reg [32-1:0] pc_ex
);
    always @(posedge clk or posedge rst) begin
        if (rst) begin
            inst30_ex <= 0;
            funct3_ex <= 0;
            rd_ex <= 0;
            rs2_ex <= 0;
            rs1_ex <= 0;
            branch_ex <= 0;
            memread_ex <= 0;
            memtoreg_ex <= 0;
            aluop_ex <= 0;
            memwrite_ex <= 0;
            alusrc_ex <= 0;
            regwrite_ex <= 0;
            aluinputpc_ex <= 0;
            branchjalx_ex <= 0;
            alu2pc_ex <= 0;
            read_data1_ex <= 0;
            read_data2_ex <= 0;
            immediate_ex <= 0;
            pcplus4_ex <= 0;
            pc_ex <= 0;
        end else if (idflush) begin
            inst30_ex <= 0;
            funct3_ex <= 0;
            rd_ex <= 0;
            rs2_ex <= 0;
            rs1_ex <= 0;
            branch_ex <= 0;
            memread_ex <= 0;
            memtoreg_ex <= 0;
            aluop_ex <= 0;
            memwrite_ex <= 0;
            alusrc_ex <= 0;
            regwrite_ex <= 0;
            aluinputpc_ex <= 0;
            branchjalx_ex <= 0;
            alu2pc_ex <= 0;
            read_data1_ex <= 0;
            read_data2_ex <= 0;
            immediate_ex <= 0;
            pcplus4_ex <= 0;
            pc_ex <= 0;
        end else begin
            inst30_ex <= inst30_id;
            funct3_ex <= funct3_id;
            rd_ex <= rd_id;
            rs2_ex <= rs2_id;
            rs1_ex <= rs1_id;
            branch_ex <= branch_id;
            memread_ex <= memread_id;
            memtoreg_ex <= memtoreg_id;
            aluop_ex <= aluop_id;
            memwrite_ex <= memwrite_id;
            alusrc_ex <= alusrc_id;
            regwrite_ex <= regwrite_id;
            aluinputpc_ex <= aluinputpc_id;
            branchjalx_ex <= branchjalx_id;
            alu2pc_ex <= alu2pc_id;
            read_data1_ex <= read_data1_id;
            read_data2_ex <= read_data2_id;
            immediate_ex <= immediate_id;
            pcplus4_ex <= pcplus4_id;
            pc_ex <= pc_id;
        end
    end
endmodule
```
**run.sh**
```bash
#!/bin/bash
# OpenROAD 26Q1-2900-gdf79404cd8, Yosys 0.63+post, stock flow scripts
make -C /OpenROAD-flow-scripts/flow DESIGN_CONFIG=/design/flow/config.mk WORK_HOME=/design/flow/orfs finish
```
**config.mk**
```make
export PLATFORM = sky130hd
export DESIGN_NAME = IDEX
export DESIGN_NICKNAME = IDEX
export VERILOG_FILES = /design/flow/design.v
export SDC_FILE = /design/flow/constraint.sdc
export NUM_CORES = 4
export LEC_CHECK = 1
export CORE_UTILIZATION = 30
export SYNTH_HDL_FRONTEND = slang
```
**constraint.sdc**
```tcl
current_design IDEX

set clk_period 1.0
set clk_io_pct 0.2

create_clock -name clk0 -period $clk_period [get_ports {clk}]

set non_clock_inputs [all_inputs -no_clocks]
set_input_delay [expr $clk_period * $clk_io_pct] -clock clk0 $non_clock_inputs
set_output_delay [expr $clk_period * $clk_io_pct] -clock clk0 [all_outputs]
```
==> deck_impl_summary.md <==
Physical Implementation Snapshot

Run status
  – Status: finished, violations left
  – Failing checks: setup timing

STA
  – Fmax: a little under 900 MHz
  – Slew Viols, Final: 0
  – Slew margin rel.: 85.2%
  – Final TNS setup: -15890 ps
  – Hold Slack: 192 ps
  – Unrepaired setup endpoints after global routing: true
  – Worst Setup Slack, final: -137 ps
  – Final worst-path cycle share: 114%
  – Slew @ Worst Pin: 223 ps
  – Final Hold Violation Tally: 0
  – Min Clock Period, post-route: 1140 ps
  – # setup viols final: 190

Floorplanning
  – FP Core Util: 30.6%
  – Ports: about 380
  – Die y size: 148 microns
  – Die width: between 100 and 150 microns
  – Die area: between 0.02 and 0.025 sq mm
  – Core Footprint: 0.0210 sq mm
  – Site Rows: 53

Global routing
  – Global-route wire length before repair: 26300 microns
  – Met1 usage: a little over a fifth
  – Largest net degree at the start of global routing: ~40
  – Grt ovf: 0
  – Gr busiest metal: met2
  – Met2 Use GR: 27.8%
  – Initial antenna violation count: 0
  – Grt met3 use: 6.01%
  – Gr usage total: 16.5%
  – Vias in the first global route: approximately 4600

Logic synthesis
  – Synth Warn #: 0
  – Yosys chip area: 0.00641 sq mm
  – Avg Cell Area, Syn: 15.9 sq um
  – Mapped Cells: 402
  – Synth Seq Share: 74.2%
  – Syn Std Cell Area: approximately 0.0064 sq mm
  – Ys flops: 190
  – Yosys cell count: between 400 and 500
  – Cell Type Count: 7

Placement
  – Placed cell count: between 1000 and 1500
  – Post-Place Cell Area: 0.0107 sq mm
  – Placer Congestion: 0.813
  – IO Port Bufs: 382
  – Hpwl dp: 13400 microns
  – Worst slack, placed: -95.7 ps

Worst setup path
  – CP required: 800 ps
  – Worst-path cell chain: buf_2
  – Slowest CP cell: dfrtp_1
  – Max FO, Critical Path: 1
  – Max incr delay on CP: 390 ps
  – Setup crit start kind: flop
  – WS Path Type: reg -> out
  – CP top delay family: flip-flops
  – Arr. time, crit path: roughly 940 ps
  – WP depth: 1
  – WP buf/inv: 1
  – Worst Setup End Kind: output port

Clock network
  – Setup Fix Bufs, Post-CTS: 0
  – Root Buffer: clkbuf_16
  – TritonCTS clock tree: built
  – Number of clock sinks: between 150 and 200
  – CTS Buf Count: 17
  – Clock buffer depth: 2
  – Clock transition at the registers of the reported paths: 70 ps
  – CTS Hold Bufs: 0
  – Htree depth: 4

Power and ir drop
  – P per Cell Area: 1600 mW/mm^2
  – Total leakage power: 5.06 nW
  – Worst vdd ir: 0.00113 V
  – Total power: 16.5 mW

Detailed routing
  – ANT cells: 0
  – Vias: 4365
  – Initial DRT Pass Iterations: 3
  – Final wirelength: between 15000 and 20000 microns
  – Drt wl/cell: 15.8 microns
  – Drt drc: 0
  – ANT nets after route: 0
  – Post-DR vias/cell: 3.99
  – Initial DRC count: 60

Final layout
  – Filler cells: 1853
  – Commonest Layout Cell: clkdlybuf4s50_1
  – Top Layout Cells: clkdlybuf4s50_1 (191), dfrtp_1 (190), buf_2 (190)
  – Fin util: 49.2%
  – Layout cells sized above 1: 41.2%
  – Design area: 0.0103 sq mm
  – Area grow syn2layout: 61.0%
  – Fin cells: 1093

Run
  – Max cap viols: 0
  – Log Warnings: 28

Min path
  – Worst min path class: in -> async
-- synth_stat cells, drive strengths merged --
master / n / area share, %
dfrtp: 190 / 74
nor2b: 190 / 22
buf: 21 / 3.6
inv: 1 / 0.059
-- worst paths after layout --
path,start,end,slack [ps]
min in group clk0,idflush,rs2_ex[3],240
worst max-delay path,funct3_ex[0],funct3_ex[0],-140
max in group asynchronous,rst,rs2_ex[4],480
worst min-delay path,rst,immediate_ex[26],190
-- power breakdown --
| part | total, mW | switching [mW] | internal, mW |
|---|---|---|---|
| Combinational | 1.87 | 0.598 | 1.27 |
| Clock | 6.45 | 2.97 | 3.49 |
| Sequential | 8.15 | 0.0902 | 8.06 |
| Total | 16.5 | 3.65 | 12.8 |
-- routing by layer --
| metal | vias up | wire length, microns |
|---|---|---|
| met3 | 15 | 1820 |
| li1 | 2012 | - |
| met5 | - | 0 |
| met2 | 234 | 8720 |
| met1 | 2104 | 6400 |
| met4 | 0 | 333 |
-- state kept, by name (all words and copies together), names as in the netlist, 2 cells and up --
| register | flops |
|---|---|
| rd_ex | 5 |
| pc_ex | 32 |
| read_data1_ex | 32 |
| immediate_ex | 32 |
| read_data2_ex | 32 |
| rs2_ex | 5 |
| pcplus4_ex | 32 |
| funct3_ex | 3 |
| rs1_ex | 5 |
| aluop_ex | 2 |
-- cells by family after synthesis --
logic type             Yosys count  share of synthesized area, %
flip-flops                     190                          74.2
AND/OR/NAND/NOR                190                          22.1
buffers and inverters           22                          3.69
-- cell type report --
cell class / instances / area, sq um / share of cell area (%)
Clock buffer: 18 / 429 / 4.16
Clock inverter: 13 / 134 / 1.30
Multi-Input combinational cell: 190 / 1420 / 13.7
Tap cell: 275 / 344 / 3.33
Inverter: 1 / 7.51 / 0.0728
Timing Repair Buffer: 406 / 3230 / 31.3
Sequential cell: 190 / 4750 / 46.1
-- repair_timing --
| item | in CTS | in global routing |
|---|---|---|
| setup endpoints to repair | 190 | 190 |
| endpoints found under the hold margin | 0 | 0 |
| gates resized | 601 | 0 |
No activity file was given, so power comes from the tool's default toggle rates.
